==> design/flow/design.v <==
`timescale 1ns / 1ps
module ram #(parameter ADDR_WIDTH=8, WIDTH=8) (
    input  logic                   clk,
    input  logic                   we,
    input  logic [ADDR_WIDTH-1:0]  addr,
    input  logic [WIDTH-1:0]       write_data,
    output logic [WIDTH-1:0]       read_data
);
    logic [WIDTH-1:0] mem [0:(1<<ADDR_WIDTH)-1]; logic [WIDTH-1:0] rd;
    always_ff @(posedge clk) begin
        if (we) mem[addr]<=write_data;
        rd <= mem[addr];
    end
    assign read_data = rd;
endmodule
==> design/flow/run.sh <==
#!/bin/bash
# OpenROAD 26Q1-2900-gdf79404cd8, Yosys 0.63+post, stock flow scripts
make -C /OpenROAD-flow-scripts/flow DESIGN_CONFIG=/design/flow/config.mk WORK_HOME=/design/flow/orfs finish
==> design/flow/config.mk <==
export PLATFORM = sky130hd
export DESIGN_NAME = ram
export DESIGN_NICKNAME = ram
export VERILOG_FILES = /design/flow/design.v
export SDC_FILE = /design/flow/constraint.sdc
export NUM_CORES = 4
export LEC_CHECK = 1
export CORE_UTILIZATION = 50
==> design/flow/constraint.sdc <==
current_design ram

set clk_period 20.1
set clk_io_pct 0.2

create_clock -name clk0 -period $clk_period [get_ports {clk}]

set non_clock_inputs [all_inputs -no_clocks]
set_input_delay [expr $clk_period * $clk_io_pct] -clock clk0 $non_clock_inputs
set_output_delay [expr $clk_period * $clk_io_pct] -clock clk0 [all_outputs]
==> flow_summary.toml <==
# implementation run metrics
[run]
cap_viol_max_count = 0
warnings = 30

[power_and_ir_drop]
powerDensity_nw_per_um2 = 99.8
p_leak_nw = 26.7
peakVddDrop_mv = 0.0926
power.total_mw = 8.78

[drt]
firstDrtPassIters = 5
via_per_inst = 6.23
wl_met2_mm = 87.5
drc = 0
antenna_left = 0
route.met3.wl_mm = 32.2
drt_iter0_markers = 2389
vias = 36904
top_layer_used = "met5"
wire_per_inst_um = 31.6
wl_met1_mm = 61.2
antenna-diode-count = 0
postRouteWirelength_mm = 187

[clocking]
clk_pin_slew_worst_paths_ns = 0.06
root_buffer = "clkbuf_16"
cts_resized = 0
cts_tree = "built"
insertion_delay_ns = 0.81
cts-hold-fix-buffers = 0
cts_setup_buffers = 0
numCtsBuffers = 200
cts_max_level = 4
cts_sinks = 2056
cts_buffer_depth = 3

[layout]
nFillCells = 10971
final_cell_area_um2 = 88000
final_layout_size_suffix_gt1_share_pct = 25.2
syn2layout_area_growth_pct = 12.1

[sta]
worst_pin_slew_ns = 1.14
max_slew_margin_pct = 22.7
finalClockPeriodUsage_pct = 42.3
finClkSkew_ns = 0.0268
setup_slack_ns = 11.60
min_period_ns = 8.50
finalHoldViolations = 0
holdWs_ns = 1.00
rsz0062_at_grt = "no"
setup_tns_ns = 0
final_max_slew_viol_count = 0
setup_violations = 0
max_freq_ghz = 0.118

[die]
dieArea_um2 = 159000
coreArea_um2 = 156000
die_y_um = 398
std_cell_rows = 145
design.portCount = 26
die_w_um = 398
fp_util_pct = 50.3

[synthesis]
yosysUniqueCellTypes = 22
numSynthFlops = 2056
syn_area_um2 = 78500
edf_count = 2048
yosysCellCount = 3547
ys_area_um2 = 78500
syn_avg_cell_area_um2 = 22.1
syn_inst = 3547
postSynthSeqShare_pct = 78.6
ff_type = "edfxtp_1"
ys_warn_count = 1
async_flop_share_pct = 0

[critical_path]
cp.required_ns = 20.76
worstSetupPathType = "input pin to register"
crit_arrival_ns = 9.16
worst_setup_path_end_kind = "register"
cp-start-kind = "input pin"
cp_max_fo = 45

[global_route]
grt-ovfl-total = 0
grt_pass1_wl_mm = 276
grt_pass1_vias = 41717
antenna_found_initial = 6
grt_max_degree = 129
grt.total_usage_pct = 27.4

[outcome]
status = "finished clean"

[place]
place.gp.congestion = 0.874
dp_slack_ns = 10.61
hpwl_mm = 114
portBuffers = 25
placed_area_um2 = 81500

[worst_hold_path]
min_path_type = "register to register"
per-stage QoR:
stage                     std cells  util (%)
after global placement         5554      52.3
final                          5924      56.4
after detailed placement       5554      52.3
after CTS                      5924      56.4
after global routing           5924      56.4
after floorplan                3547         -
logic make-up after synthesis:
group / count (synthesis) / share of synthesized area (%)
flip-flops: 2056 / 78.6
multiplexers: 512 / 14.7
AND-OR/OR-AND: 416 / 3.62
AND/OR/NAND/NOR: 330 / 1.73
buffers and inverters: 233 / 1.40
worst max-delay path: stages:
cell and delay, ns:
buf_8 0.37, buf_4 0.67, buf_4 0.61, buf_4 0.63, buf_4 0.70, mux4_2 0.58
a22oi_1 0.37, a21oi_1 0.16, o41ai_1 0.68, nand4_1 0.19
power by group:
part / leakage [nW] / internal, mW / total (mW) / switching, mW
logic: 5.07 / 0.135 / 0.391 / 0.256
clock network: 3.16 / 2.13 / 3.66 / 1.53
registers: 18.5 / 4.73 / 4.73 / 0.00715
cell usage in the layout, fill, tap and decap left out, types with 2 or more instances in the layout:
cell and instances:
a22oi_1 256, or2_2 2, inv_6 5, nand2_1 28, nor2b_4 2, clkinv_4 3, nor3_1 30, buf_12 6
nand4_1 8, clkbuf_8 8, a21oi_1 128, clkinvlp_4 9, buf_8 2, mux4_2 512, nand3_1 13, buf_4 150
clkbuf_1 44, nor2b_1 5, o41ai_1 32, and2_1 2, dfxtp_1 8, nor2_1 231, clkinv_1 37, inv_16 2
clkinv_2 44, bufinv_16 21, edfxtp_1 2048, nand2b_1 6, clkdlybuf4s50_1 15, clkbuf_16 204
final cells by class:
type / count / area (um2) / share of cell area, %
Inverter: 1 / 3.75 / 0.00427
Timing Repair Buffer: 181 / 1540 / 1.75
Tap cell: 2058 / 2570 / 2.93
Multi-Input combinational cell: 1258 / 15800 / 17.9
Clock inverter: 122 / 1180 / 1.35
Clock buffer: 248 / 5270 / 5.99
Sequential cell: 2056 / 61700 / 70.1
cells in the mapped netlist (7+ instances only):
cell | n | area, um2
buf_2 | 36 | 180
nor2_1 | 232 | 871
nand2_1 | 28 | 105
nor3_1 | 30 | 150
clkbuf_1 | 145 | 544
o41ai_1 | 32 | 280
a21oi_1 | 128 | 641
mux4_2 | 512 | 11500
a22oi_1 | 256 | 1920
nor2b_1 | 7 | 43.8
buf_1 | 19 | 71.3
buf_4 | 16 | 120
buf_6 | 16 | 180
nand3_1 | 13 | 65.1
edfxtp_1 | 2048 | 61500
dfxtp_1 | 8 | 160
nand4_1 | 8 | 50.1
sequential cells by signal (all words and copies together), names as in the netlist:
name  count
mem    2048
rd        8
final timing paths:
check / start / end / slack [ns] / cells past startpoint
max reg2reg: mem[202][4] / rd[4] / 17.20 / 5
min: mem[2][5] / rd[5] / 1.00 / 5
min reg2reg: mem[2][5] / rd[5] / 1.00 / 5
max: addr[0] / rd[2] / 11.60 / 10
layer usage:
layer	vias up	GRT usage, %
li1	15412	-
met1	18747	36.3
met2	2405	38.4
met3	316	21.2
met4	24	6.50
met5	-	2.15
Power figures rest on the tool's default switching activity, not on a simulated workload.
